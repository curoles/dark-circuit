[./run.sh]
#!/bin/bash
# OpenROAD 26Q1-2900-gdf79404cd8, Yosys 0.63+post, stock flow scripts
make -C /OpenROAD-flow-scripts/flow DESIGN_CONFIG=/design/flow/config.mk WORK_HOME=/design/flow/orfs finish
[./config.mk]
export PLATFORM = sky130hd
export DESIGN_NAME = RippleCarryAdder
export DESIGN_NICKNAME = RippleCarryAdder
export VERILOG_FILES = /design/flow/design.v
export SDC_FILE = /design/flow/constraint.sdc
export NUM_CORES = 4
export LEC_CHECK = 1
export CORE_UTILIZATION = 30
[./constraint.sdc]
current_design RippleCarryAdder

set clk_period 32.1
set clk_io_pct 0.2

create_clock -name clk0 -period $clk_period

set non_clock_inputs [all_inputs -no_clocks]
set_input_delay [expr $clk_period * $clk_io_pct] -clock clk0 $non_clock_inputs
set_output_delay [expr $clk_period * $clk_io_pct] -clock clk0 [all_outputs]
[./design.v]
package Alu1Pkg;
localparam CMD_WIDTH   = 4;
localparam NR_COMMANDS = 8+4;
typedef enum bit[CMD_WIDTH-1:0] {
    OP_TRANSFER   = 0,
    OP_INC        = 1,
    OP_ADD        = 2,
    OP_ADD_PLUS1  = 3,
    OP_SUB_MINUS1 = 4,
    OP_SUB        = 5,
    OP_DEC        = 6,
    OP_TRANSFER2  = 7,
    OP_AND        = 8,
    OP_OR         = 9,
    OP_XOR        = 10,
    OP_NOT        = 11
} Op;
endpackage: Alu1Pkg
module AOI22 #(
    parameter WIDTH = 1
)(
    input  wire [WIDTH-1:0] in1,  
    input  wire [WIDTH-1:0] in2,  
    input  wire [WIDTH-1:0] in3,  
    input  wire [WIDTH-1:0] in4,  
    output wire [WIDTH-1:0] out   
);
    assign out = ~((in1 & in2) | (in3 & in4));
endmodule
module FullAdderAOI (
    input  wire in1,
    input  wire in2,
    input  wire ci,   
    output wire sum,
    output wire co    
);
     wire co_n, sum_n;
     assign co = ~co_n;
     assign sum = ~sum_n;
     AOI22 aoi_co_(.out(co_n), .in1(in1|in2), .in2(ci), .in3(in1), .in4(in2));
     AOI22 aoi_sum_(.out(sum_n), .in1(co_n), .in2(in1|in2|ci), .in3(in1), .in4(in2 & ci));
endmodule: FullAdderAOI
module RippleCarryAdder #(
    parameter WIDTH = 64
)(
    input  wire [WIDTH-1:0] in1,
    input  wire [WIDTH-1:0] in2,
    input  wire             ci,
    output wire             co,
    output wire [WIDTH-1:0] sum
);
    wire [WIDTH:0] carry;
    assign carry[0] = ci;
    assign co = carry[WIDTH];
    genvar i;
    generate
        for (i = 0; i < WIDTH; i++) begin : fa_gen
            FullAdderAOI fa_(
                .in1(in1[i]),
                .in2(in2[i]),
                .ci (carry[i]),
                .sum(sum[i]),
                .co (carry[i+1])
            );
        end
    endgenerate
endmodule
==> flow_summary.ini <==
; synthesis and place-and-route metrics
[outcome]
status = complete, but fails checks
violations = setup timing

[final_layout]
area_delta_synth_final_pct = 93.2
fin_cells = 340
seq_cells = 0
comb_area_sq_um = 1440
register_area_sq_um = 0
num-clock-buffers = 0
drive_gt1_frac = 0.313
nFillCells = 471

[power]
leakagePower_uw = 0.00124
vdd_drop_max_v = 0.00000899
p_per_area_nw_per_um2 = 18.7

[synth]
synth_stat.cells = 138
ys_seq_share = 0
netlist_instances = 138
yosysChipArea_sq_um = 1800
syn_area_per_cell_sq_um = 13.0
yosysWarnings = 0
yosysUniqueCellTypes = 3
netlist_area_sq_um = 1800

[flow_run]
warnings = 36
maxCapViolations = 0

[global_routing]
met2_usage = 0.296
grt_pass1_vias = 1547
busiest_layer = met2
antenna_found_initial = 0
grt_max_degree = 2
use_met3 = 0.0661
grt_overflow_total = 0
gr-usage-all-layers = 0.169
met1_usage = 0.213
grt_pass1_wl_um = 7510

[setup_path]
worstPathRequired_ns = 25.68
crit_family = adder cells
path_buffers = 6
crit_path_frequent_cell = fa_2
arrival_ns = 29.14
crit_type = in -> out
slowest_delay_ns = 0.42
worstSetupStartpointType = input pin
crit_slowest_cell = fa_2
cp-end-kind = output port
crit_fanout = 1

[sta]
rsz0062_at_grt = yes
setup_viol_count_final = 11
max_freq_mhz = 28.1
hold_viol = 0
period_used_share = 1.11
slew_viol_final = 0
slew_headroom = 0.916
period_minus_slack_ns = 35.56
tightest_slew_ns = 0.126
fin_ws_ns = -3.46

[route]
routedWlPerCell_um = 14.2
drtPass1Iterations = 4
wl_um = 4840
drc = 0
detail-route-antenna-nets = 0
vias = 1362
diodes = 0
vias_per_cell = 4.01
drt_iter0_markers = 3

[die]
initCoreUtil = 0.319
core_area_sq_um = 5640
ios = 194
die_width_um = 79.4
chip_area_sq_um = 6310
core.rowCount = 27
fp.dieH_um = 79.4

[placement]
post-place-ws_ns = -4.11
globalplace.congestion = 0.791
dpl.cell_count = 340
dpl.hpwl_um = 4780
numPortBuffers = 194

[worst_hold_path]
hold_class = in -> out

[cts]
post-cts-setup-buffers = 0
cts_hold_buf = 0
-- cell type report --
class	instances	area share
inverters	10	0.0158
multi-input cells	64	0.415
repair buffers	194	0.544
well taps	72	0.0259
-- cell families after synthesis --
family                   count (synthesis)  synth area share
buffers and inverters                   74             0.288
adder cells (fa/ha/maj)                 64             0.712
-- cell usage after synthesis (all sizes together) --
cell	number	share of area
inv	10	0.021
fa	64	0.71
buf	64	0.27
-- stage by stage --
| step | hold WS [ns] | instance area (sq um) | total power [uW] | util | TNS [ns] |
|---|---|---|---|---|---|
| 2_1_floorplan | 13.06 | 1970 | 34.4 | - | -13.96 |
| 3_3_place_gp | 13.88 | 3520 | 69.4 | 0.625 | -30.22 |
| 3_5_place_dp | 13.88 | 3520 | 69.6 | 0.625 | -30.48 |
| 4_1_cts | 13.60 | 3470 | 67.1 | 0.616 | -22.75 |
| 5_1_grt | 13.61 | 3480 | 72.9 | 0.616 | -26.67 |
| 6_report | 13.59 | 3480 | 65.0 | 0.616 | -21.56 |
-- worst paths after layout --
| path | depth (start not counted) | end | startpoint | slack (ns) |
|---|---|---|---|---|
| min | 3 | sum[62] | in2[62] | 13.59 |
| max | 70 | sum[63] | in1[0] | -3.46 |
-- layout by cell type (no fill, tap or decap) --
master,count
buf_8,1
fa_2,64
inv_12,1
clkdlybuf4s50_1,176
buf_2,12
buf_6,2
inv_6,1
dlygate4sd2_1,2
inv_2,3
inv_1,5
dlymetal6s2s_1,1
-- routing by layer --
metal	wire (um)	part of all wire
met3	776	0.16
met4	27	0.0056
met5	0	0
met2	2460	0.51
met1	1580	0.33
-- tightest hold or removal path, delay by kind of cell --
| family | cells | cell delay, ns |
|---|---|---|
| buf+inv | 2 | 0.56 |
| fa+ha+maj | 1 | 0.19 |
-- power breakdown --
part           leakage (uW)  internal [uW]  switching (uW)
Combinational       0.00124           47.8            17.2
Sequential                0              0               0
Clock                     0              0               0
-- what timing repair did --
action                                  in CTS  in global routing
resized                                     61                  1
endpoints found under the setup margin      14                 13
pin swaps                                   13                  3
Power is estimated from default activity; no workload was simulated.
