<file path="design.v">
package Alu1Pkg;
localparam CMD_WIDTH   = 4;
localparam NR_COMMANDS = 8+4;
typedef enum bit[CMD_WIDTH-1:0] {
    OP_TRANSFER   = 0,
    OP_INC        = 1,
    OP_ADD        = 2,
    OP_ADD_PLUS1  = 3,
    OP_SUB_MINUS1 = 4,
    OP_SUB        = 5,
    OP_DEC        = 6,
    OP_TRANSFER2  = 7,
    OP_AND        = 8,
    OP_OR         = 9,
    OP_XOR        = 10,
    OP_NOT        = 11
} Op;
endpackage: Alu1Pkg
module AOI22 #(
    parameter WIDTH = 1
)(
    input  wire [WIDTH-1:0] in1,  
    input  wire [WIDTH-1:0] in2,  
    input  wire [WIDTH-1:0] in3,  
    input  wire [WIDTH-1:0] in4,  
    output wire [WIDTH-1:0] out   
);
    assign out = ~((in1 & in2) | (in3 & in4));
endmodule
module csa 
#(parameter DW = 32  
)
(
    input logic         [DW-1:0]    in1,
    input logic         [DW-1:0]    in2,
    input logic         [DW-1:0]    in3,
    output logic        [DW-1:0]    ps,  
    output logic        [DW-1:0]    sc   
);
generate
genvar i;
for (i = 0; i < DW; i++) begin : fa_gen
    FullAdderAOI fulladder_inst (.in1(in1[i]), .in2(in2[i]), .ci(in3[i]), .sum(ps[i]), .co(sc[i]));
end
endgenerate
endmodule
module FullAdderAOI (
    input  wire in1,
    input  wire in2,
    input  wire ci,   
    output wire sum,
    output wire co    
);
     wire co_n, sum_n;
     assign co = ~co_n;
     assign sum = ~sum_n;
     AOI22 aoi_co_(.out(co_n), .in1(in1|in2), .in2(ci), .in3(in1), .in4(in2));
     AOI22 aoi_sum_(.out(sum_n), .in1(co_n), .in2(in1|in2|ci), .in3(in1), .in4(in2 & ci));
endmodule: FullAdderAOI
</file>
<file path="run.sh">
#!/bin/bash
# OpenROAD 26Q1-2900-gdf79404cd8, Yosys 0.63+post, stock flow scripts
make -C /OpenROAD-flow-scripts/flow DESIGN_CONFIG=/design/flow/config.mk WORK_HOME=/design/flow/orfs finish
</file>
<file path="config.mk">
export PLATFORM = sky130hd
export DESIGN_NAME = csa
export DESIGN_NICKNAME = csa
export VERILOG_FILES = /design/flow/design.v
export SDC_FILE = /design/flow/constraint.sdc
export NUM_CORES = 4
export LEC_CHECK = 1
export CORE_UTILIZATION = 30
</file>
<file path="constraint.sdc">
current_design csa

set clk_period 1.0
set clk_io_pct 0.2

create_clock -name clk0 -period $clk_period

set non_clock_inputs [all_inputs -no_clocks]
set_input_delay [expr $clk_period * $clk_io_pct] -clock clk0 $non_clock_inputs
set_output_delay [expr $clk_period * $clk_io_pct] -clock clk0 [all_outputs]
</file>
==> flow_summary.yaml <==
# implementation run metrics
run_status:
  outcome: "finished with violations"
  violations: "negative setup slack"
global_route:
  met1_usage_pct: 21.3
  globalRoute.busiestLayer: "met2"
  antenna_found_initial: 0
  grt_max_degree: 2
  grtUsageMet2_pct: 30.4
  grt_use_met3_pct: 4.78
  grt_overflow_total: 0
  grt_pass1_wl_um: 4930
  grt_pass1_vias: 958
  grt_use_total_pct: 16.7
sta:
  rsz0062_at_grt: "yes"
  setup_slack_ns: -0.147
  holdWs_ns: 0.706
  hold_viol: 0
  finalCritPeriodShare_pct: 115
  period_minus_slack_ns: 1.15
  slew_headroom_pct: 94.7
  setup_violations: 32
  slew_violations: 0
  max_freq_ghz: 0.872
  worstMarginPinSlew_ns: 0.0800
floorplan:
  fp-utilization_pct: 32.3
  ios: 160
  core_area_um2: 3470
  die_w_um: 63.1
  chip_area_um2: 3990
  dieHeight_um: 63.1
  num_rows: 21
yosys:
  ys_cells: 96
  synth_top_area_share_pct: 57.1
  synth.cell_area_um2: 1120
  yosys_area_um2: 1120
  yosys-top-cells-area: "fa_1, buf_4"
  synth_area_leader_cell: "fa_1"
  syn_inst: 96
  ys_types: 2
  ys_seq_share_pct: 0
  syn_avg_cell_area_um2: 11.7
  yosys_warnings: 0
  ys_top_cells_by_count: "buf_4, fa_1"
  synth_top_cell_by_count: "buf_4"
final_layout:
  design.seq.count: 0
  drive_above_1_share_pct: 100
  area_growth_pct: 72.1
  final_cells: 238
  n_clock_buffer: 0
  final_core_util_pct: 55.6
  seqCellArea_um2: 0
hold_path:
  hp-class: "input port to output port"
  min-delay-start: "in3[24]"
  whs_path_depth: 3
routing:
  drt-pass1-iter-count: 3
  antennaDiodeCount: 0
  antenna_left: 0
  wl_per_cell_um: 13.4
  vias: 948
  drt_drc_violations_left: 0
  drtIter0Drc: 3
  vias_per_cell: 3.98
  finalWirelength_um: 3190
critical_path:
  crit_arrival_ns: 0.95
  startpoint: "in2[13]"
  path_max_fanout: 1
  endpoint_kind: "output port"
  cp-start-kind: "input port"
  crit_type: "input port to output port"
  critical_path_required_ns: 0.80
  endpoint: "ps[13]"
power:
  irDropWorstVdd_mv: 0.179
  power_density_nw_per_um2: 403
  p_leak_nw: 0.955
cts:
  hold_buffers: 0
run:
  warnings: 36
  max_cap_viol_count: 0
placement:
  dp_hpwl_um: 2980
  place.gp.congestion: 0.746
  io_buffers: 160
  placed_cells: 238
==> worst min path at each step <==
| stage | endpoint | slack, ns |
|---|---|---|
| final | sc[24] | 0.71 |
| after CTS | sc[19] | 0.73 |
| after global routing | sc[24] | 0.71 |
==> timing repair <==
| action | 4_1_cts | 5_1_grt |
|---|---|---|
| setup buffers | 0 | 0 |
| endpoints found under the hold margin | 0 | 0 |
| setup endpoints to repair | 64 | 32 |
| gates resized | 639 | 23 |
| cloned | 0 | 0 |
| pin swaps | 30 | 23 |
==> metrics by stage <==
stage	TNS, ns	worst slack, ns	power [mW]	instance area [µm²]
finish	-3.96	-0.147	0.778	1930
detailed placement	-48.44	-0.918	1.13	2300
global route	-4.49	-0.173	0.894	1930
floorplan	-0.0158	-0.000495	0.470	1120
CTS	-4.08	-0.158	0.751	1790
global placement	-48.10	-0.914	1.12	2300
==> layer usage <==
layer,share of wire [%],routed length [µm]
met1,32,1010
met2,55,1760
met3,13,418
met4,0,0
met5,0,0
==> worst max-delay path, cell delays in order <==
cell and delay (ns):
buf_6 0.09, fa_2 0.56, buf_6 0.09
==> layout make-up <==
class / count / area (µm²)
fill: 319 / 1540
multi-input combinational: 32 / 721
tap: 46 / 57.6
timing repair buffer: 160 / 1150
==> power by group <==
group	total [mW]	switching (mW)	internal [mW]
Clock	0	0	0
Combinational	0.778	0.231	0.547
Sequential	0	0	0
==> placed cells by master (no fill, tap or decap), drive strengths merged <==
cell type,netlist,layout
buf,64,160
fa,32,32
==> logic make-up (layout without fill, tap and decap cells) <==
logic type	count (synthesis)	after routing	synth area share, %
buf+inv	64	160	42.9
fa+ha+maj	32	32	57.1
No activity file was given, so power comes from the tool's default toggle rates.
